`design.v`:
```
package cache_types;
typedef logic [127:0] cache_line;
typedef logic [8:0] cache_tag;
typedef logic [2:0] cache_index;
typedef logic [3:0] cache_offset;
typedef logic [2:0] cache_read_offset;
endpackage : cache_types
package lc3b_types;
typedef logic [15:0] lc3b_word;
typedef logic  [7:0] lc3b_byte;
typedef logic [10:0] lc3b_offset11;
typedef logic  [8:0] lc3b_offset9;
typedef logic  [5:0] lc3b_offset6;
typedef logic  [5:0] lc3b_imm6;
typedef logic  [4:0] lc3b_imm5;
typedef logic  [3:0] lc3b_imm4;
typedef logic [7:0] lc3b_trapvect;
typedef logic  [2:0] lc3b_reg;
typedef logic  [2:0] lc3b_nzp;
typedef logic  [1:0] lc3b_mem_wmask;
typedef enum bit [3:0] {
    op_add  = 4'b0001,
    op_and  = 4'b0101,
    op_br   = 4'b0000,
    op_jmp  = 4'b1100,    
    op_jsr  = 4'b0100,    
    op_ldb  = 4'b0010,
    op_ldi  = 4'b1010,
    op_ldr  = 4'b0110,
    op_lea  = 4'b1110,
    op_not  = 4'b1001,
    op_rti  = 4'b1000,
    op_shf  = 4'b1101,
    op_stb  = 4'b0011,
    op_sti  = 4'b1011,
    op_str  = 4'b0111,
    op_trap = 4'b1111
} lc3b_opcode;
typedef enum bit [3:0] {
    alu_add,
    alu_and,
    alu_not,
    alu_pass,
    alu_sll,
    alu_srl,
    alu_sra
} lc3b_aluop;
typedef struct packed {
	lc3b_opcode opcode;
	lc3b_aluop aluop;
	lc3b_trapvect trapvect;
	logic check_rs;
	logic check_rt;
	logic check_rd;
	logic [2:0] pcmux_sel;
	logic load_pc;
	logic storemux_sel;
	logic load_regfile;
	logic [2:0] alumux_sel;
	logic addermux_sel;
	logic [1:0] marmux_sel;
	logic mdrmux_sel;
	logic destmux_sel;
	logic [2:0] regfilemux_sel;
	logic load_cc;
	logic mem_read;
	logic mem_write;
} lc3b_control_word;
endpackage : lc3b_types
import lc3b_types::*;
import cache_types::*;
module mux4_onehot_evict #(parameter width = 128)
(
	input [2:0] sel,
	input [width-1:0] a, b, c, d,
	output logic [width-1:0] f
);
always_comb
begin
	case (sel)
		3'b000: f = d;
		3'b001: f = b;
		3'b010: f = d;
		3'b011: f = a;
		3'b100: f = c;
		3'b101: f = b;
		3'b110: f = c;
		3'b111: f = a;
		default: f = a;
	endcase
end
endmodule : mux4_onehot_evict
```
`run.sh`:
```
#!/bin/bash
# OpenROAD 26Q1-2900-gdf79404cd8, Yosys 0.63+post, stock flow scripts
make -C /OpenROAD-flow-scripts/flow DESIGN_CONFIG=/design/flow/config.mk WORK_HOME=/design/flow/orfs finish
```
`config.mk`:
```
export PLATFORM = sky130hd
export DESIGN_NAME = mux4_onehot_evict
export DESIGN_NICKNAME = mux4_onehot_evict
export VERILOG_FILES = /design/flow/design.v
export SDC_FILE = /design/flow/constraint.sdc
export NUM_CORES = 4
export LEC_CHECK = 1
export CORE_AREA = 10 10 252 252
export DIE_AREA = 0 0 262 262
```
`constraint.sdc`:
```
current_design mux4_onehot_evict

set clk_period 1.0
set clk_io_pct 0.2

create_clock -name clk0 -period $clk_period

set non_clock_inputs [all_inputs -no_clocks]
set_input_delay [expr $clk_period * $clk_io_pct] -clock clk0 $non_clock_inputs
set_output_delay [expr $clk_period * $clk_io_pct] -clock clk0 [all_outputs]
```
==> notes.md <==
run results: cell count after synthesis 426, vias in the first global route 7806, xor+xnor area frac 0, Slew @ Worst Pin slightly above 0.3 ns, Initial Util 0.0772, # DRC 0, Total Wirelength 49.6 mm, Basic Gates by Area 0, Log Warnings 34, 1st-iter DRT viols 285, worst path required time around 0.80 ns, Seq share, synth 0, Via Count 7049, fa+ha+maj area frac 0, flop count 0, first-pass GRT wire length 63.1 mm, startpoint types input port, Slew HR 0.788, commonest cells in the netlist 384 x mux2i_1, 26 x buf_12, 12 x buf_2, mapped cell area 0.00446 mm2, number of routed nets with antenna violations 0, fin. max-slew vios 0, worst vdd ir around 0.00022 V, CP cell instances clkbuf_16, buf_12, buf_16, buf_8, mux2i_1, mux2i_1, bufbuf_16, GRT Residual Overflow 0, Sequential Area 0 um2, Yosys top cell by area mux2i_1, final setup margin -0.574 ns, GRT Util Overall 0.133, drt first pass iters 4, Warnings, synthesis 1, Hold Path Class input port to output port, status finished, violations left, Die X 262 um, CP most frequent cell mux2i_1, critical path's largest stage delay approximately 0.30 ns, Netlist cell types 5, Area growth, synth to finish 226%, Yosys Instances between 400 and 500, Top-Level Pins 643, slowest CP cell bufbuf_16, Worst path top cell family by delay buffers and inverters, max cap viols 0, DP Wirelength 37.7 mm, Mux area share 0.861, failing checks setup timing, sw frac 0.343, Worst setup EP type output port, Critical Path AT 1.37 ns, Gate power share 1.000, pwr/cell area 452 mW/mm2, final cycle utilization of the critical path 1.57, top-count cell post-synth mux2i_1, biggest area cells mux2i_1 86%, buf_12 12%, buf_2 1.3%, antenna violations before repair 20, share of power burned in registers 0, internal power 4.32 mW, clock buffers 0, placed insts 1883, WL per Instance 24.7 um, Fmax 635 MHz, Final Instance Area between 0.01 and 0.015 mm2, Die Ht 262 um, Crit Path Max Fanout 7, fin cells between 2000 and 2500, Row Count 88, die area 0.0686 mm2, Final min period 1.57 ns, Max-area cell share 0.861, Crit path buffers/inverters 5, Mean Syn Cell Area between 10 and 15 um2, layout cell share with drive strength beyond 1 0.348, aoi share 0, Main logic family multiplexers, RSZ-0062 raised after global routing true, largest net degree at the start of global routing 16, LEAKAGE between 6 and 7 nW, final hold viol count 0, power consumption 6.58 mW, pre-CTS WS -1.09 ns, power share of the clock group 0, vias per inst 3.51, core area between 0.05 and 0.06 mm2, Yosys chip area 0.00446 mm2, critical path type input port to output port, Setup Viol. Count Final 128, Sw Pwr 2.26 mW, routability congestion estimate 0.913, DP Area 0.0122 mm2, Buffers on Ports 643
## per-layer routing
metal,wire length (um),global-route usage,vias to the layer above,share of wire
met5,110,0,-,0.0022
met2,23800,0.225,453,0.48
met4,1140,0.0230,16,0.023
met3,6080,0.0618,49,0.12
li1,-,-,3286,-
met1,18500,0.152,3245,0.37
## cells in the final DEF (no fill, tap or decap), types with 11 or more instances in the layout
master / count
dlygate4sd2_1: 39
buf_4: 54
buf_16: 19
buf_12: 49
mux2i_1: 294
clkdlybuf4s50_1: 462
buf_8: 20
buf_6: 80
dlymetal6s2s_1: 11
buf_2: 112
mux2i_4: 49
mux2i_2: 41
## worst paths after layout
check  depth (start not counted)  slack [ns]   start  endpoint
max                            7       -0.57  sel[1]      f[4]
min                            4        0.87   b[83]     f[83]
## worst min-delay path, stage by stage
cell and delay [ns]:
dlymetal6s2s_1 0.12, mux2i_4 0.09, mux2i_1 0.13, buf_2 0.13
## per-stage QoR
| step | TNS [ns] | utilization | hold WS (ns) |
|---|---|---|---|
| 2_1_floorplan | 0 | - | 0.512 |
| 3_3_place_gp | -101.50 | 0.210 | 1.16 |
| 3_5_place_dp | -102.02 | 0.210 | 1.15 |
| 4_1_cts | -55.07 | 0.248 | 0.902 |
| 5_1_grt | -55.64 | 0.251 | 0.910 |
| 6_report | -49.33 | 0.252 | 0.865 |
## logic make-up after synthesis
kind of cell	Yosys count
multiplexers	384
buffers and inverters	42
## layout make-up
class	count	area [um2]
Antenna cell	9	22.5
Timing Repair Buffer	853	8960
Tap cell	765	957
Fill cell	5996	43300
Multi-Input combinational cell	384	4610
## power groups by stage
| stage | Sequential [mW] | Clock [mW] | Combinational [mW] |
|---|---|---|---|
| after CTS | 0 | 0 | 6.59 |
| after global routing | 0 | 0.000000671 | 6.97 |
| final | 0 | 0.00000121 | 6.58 |
## what timing repair did
action / in CTS / in global routing
setup buffers: 105 / 31
gates resized: 721 / 92
endpoints found under the setup margin: 128 / 128
hold buffers: 0 / 0
gates cloned: 20 / 1
Power is estimated from default activity; no workload was simulated.
