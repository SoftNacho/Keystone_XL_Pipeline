===== /design/flow/config.mk =====
export PLATFORM = sky130hd
export DESIGN_NAME = mux4_onehot_lru
export DESIGN_NICKNAME = mux4_onehot_lru
export VERILOG_FILES = /design/flow/design.v
export SDC_FILE = /design/flow/constraint.sdc
export NUM_CORES = 4
export LEC_CHECK = 1
export CORE_AREA = 10 10 252 252
export DIE_AREA = 0 0 262 262

===== /design/flow/constraint.sdc =====
current_design mux4_onehot_lru

set clk_period 3.6
set clk_io_pct 0.2

create_clock -name clk0 -period $clk_period

set non_clock_inputs [all_inputs -no_clocks]
set_input_delay [expr $clk_period * $clk_io_pct] -clock clk0 $non_clock_inputs
set_output_delay [expr $clk_period * $clk_io_pct] -clock clk0 [all_outputs]

===== /design/flow/design.v =====
package cache_types;
typedef logic [127:0] cache_line;
typedef logic [8:0] cache_tag;
typedef logic [2:0] cache_index;
typedef logic [3:0] cache_offset;
typedef logic [2:0] cache_read_offset;
endpackage : cache_types
package lc3b_types;
typedef logic [15:0] lc3b_word;
typedef logic  [7:0] lc3b_byte;
typedef logic [10:0] lc3b_offset11;
typedef logic  [8:0] lc3b_offset9;
typedef logic  [5:0] lc3b_offset6;
typedef logic  [5:0] lc3b_imm6;
typedef logic  [4:0] lc3b_imm5;
typedef logic  [3:0] lc3b_imm4;
typedef logic [7:0] lc3b_trapvect;
typedef logic  [2:0] lc3b_reg;
typedef logic  [2:0] lc3b_nzp;
typedef logic  [1:0] lc3b_mem_wmask;
typedef enum bit [3:0] {
    op_add  = 4'b0001,
    op_and  = 4'b0101,
    op_br   = 4'b0000,
    op_jmp  = 4'b1100,    
    op_jsr  = 4'b0100,    
    op_ldb  = 4'b0010,
    op_ldi  = 4'b1010,
    op_ldr  = 4'b0110,
    op_lea  = 4'b1110,
    op_not  = 4'b1001,
    op_rti  = 4'b1000,
    op_shf  = 4'b1101,
    op_stb  = 4'b0011,
    op_sti  = 4'b1011,
    op_str  = 4'b0111,
    op_trap = 4'b1111
} lc3b_opcode;
typedef enum bit [3:0] {
    alu_add,
    alu_and,
    alu_not,
    alu_pass,
    alu_sll,
    alu_srl,
    alu_sra
} lc3b_aluop;
typedef struct packed {
	lc3b_opcode opcode;
	lc3b_aluop aluop;
	lc3b_trapvect trapvect;
	logic check_rs;
	logic check_rt;
	logic check_rd;
	logic [2:0] pcmux_sel;
	logic load_pc;
	logic storemux_sel;
	logic load_regfile;
	logic [2:0] alumux_sel;
	logic addermux_sel;
	logic [1:0] marmux_sel;
	logic mdrmux_sel;
	logic destmux_sel;
	logic [2:0] regfilemux_sel;
	logic load_cc;
	logic mem_read;
	logic mem_write;
} lc3b_control_word;
endpackage : lc3b_types
import lc3b_types::*;
import cache_types::*;
module mux4_onehot_lru #(parameter width = 128)
(
	input [2:0] sel,
	input [width-1:0] a, b, c, d,
	output logic [width-1:0] f
);
always_comb
begin
	case (sel)
		3'b000: f = a;
		3'b001: f = c;
		3'b010: f = b;
		3'b011: f = c;
		3'b100: f = a;
		3'b101: f = d;
		3'b110: f = b;
		3'b111: f = d;
		default: f = a;
	endcase
end
endmodule : mux4_onehot_lru

===== /design/flow/run.sh =====
#!/bin/bash
# OpenROAD 26Q1-2900-gdf79404cd8, Yosys 0.63+post, stock flow scripts
make -C /OpenROAD-flow-scripts/flow DESIGN_CONFIG=/design/flow/config.mk WORK_HOME=/design/flow/orfs finish

==> impl_metrics.toml <==
# implementation run metrics
[clocking]
holdBufCountCts = 0

[final_layout]
register_area_um2 = 0
logic_area_um2 = 3847
fin_area_um2 = 11610
drive_above_1_share = 0.03504
fillers = 6277
area_growth_pct = 160.3
final_common_cell = "clkdlybuf4s50_1"
ff_count = 0
clock_buffers = 0
final_util = 0.2009
lay_top_cells = "636 x clkdlybuf4s50_1, 383 x mux2i_1, 21 x buf_4, 12 x buf_12, 3 x clkbuf_8"

[hold_path]
hold-path-endpoint = "f[68]"
worstHoldStart = "sel[0]"
min_path_cells = 3
hp-class = "primary input to output port"

[synthesis]
ys_area_um2 = 4462
netlist_area_um2 = 4462
ys_seq_frac = 0
syn_inst = 426
ys_cells = 426
netlist_top_cells_area = "mux2i_1 86%, buf_12 12%, buf_2 1.3%, buf_6 0.50%, buf_4 0.34%"
netlist-cell-type-count = 5
top_area_frac = 0.8615
synth_warnings = 1
synth_area_leader_cell = "mux2i_1"
avgSynthCellArea_um2 = 10.47

[sta]
finalSetupTns_ns = 0
finalClockPeriodUsage = 0.9138
timing_hold_violations_final = 0
period_minus_slack_ns = 3.290
relSlewSlack = 0.6798
worst_slew_pin_slew_ns = 0.4670
fmax_mhz = 304.0
finalSetupViolCount = 0
grt_setup_unrepaired = "false"
drv_slew = 0

[setup_path]
path_buffers = 3
crit_path_end_kind = "output port"
cp.arrival_ns = 2.57
path_cells = "clkbuf_8 -> buf_12 -> mux2i_2 -> mux2i_1 -> clkdlybuf4s50_1"
crit_fanout = 36
critPathLaunchType = "primary input"
crit_family = "buffers and inverters"
crit_path_top_delay_cell = "mux2i_2"
critPathKind = "primary input to output port"
worstPathRequired_ns = 2.88
max_stage_delay_ns = 0.49

[pwr]
power.density_nw_per_um2 = 123.2
vdd_drop_max_mv = 0.05267
leakage_uw = 0.004984

[drt]
drc = 0
avgViaCountPerCell = 3.319
dr.pass1.iters = 4
vias = 6048
detail_route.wl_per_cell_um = 22.79
final_antenna_net_count = 0
drt_iter0_drc = 204
drt-total-wl_mm = 41.52

[floorplan]
die_h_um = 262
fp_util = 0.07719
dieArea_um2 = 68640
rows = 88
die_width_um = 262
core_um2 = 57810
ios = 643

[place]
dp_hpwl_mm = 37.66
postPlaceCellArea_um2 = 11610
portBuffers = 643
gp_routability_congestion = 0.9295

[global_routing]
track_usage = 0.1112
first_global_vias = 6763
grt_remaining_overflow = 0
antenna_found_initial = 11
grt_max_degree = 37
grt_pass1_wl_mm = 53.67

[flow_run]
drv_cap = 0
tool_warnings = 32

[status]
status = "finished, final reports clean"
report_power, final:
group	internal, uW	leakage, uW	switching, uW
logic	973	0.00498	458
clock network	0.0000372	0.00000000634	0
registers	0	0	0
total	973	0.00498	458
tightest hold or removal path, cell delays in order:
cell	delay, ns
clkbuf_8	0.21
mux2i_1	0.20
buf_12	0.15
final cells by class:
cell class,instances,area share
antenna,1,0.0002155
timing repair buffer,672,0.5860
tap,765,0.08243
multi-input combinational,384,0.3313
metal layers:
layer  track usage  up-vias  part of all wire
met5             0        -            0.0014
met4       0.01325       10             0.013
met3       0.04659       26              0.11
met2        0.1844      425              0.46
met1        0.1364     2687              0.41
li1              -     2900                 -
logic make-up (layout without fill, tap and decap cells):
family / after synthesis / after routing / share of synthesized area
buffers and inverters: 42 / 672 / 0.1385
muxes: 384 / 384 / 0.8615
other: 0 / 1 / 0
per-stage QoR:
stage / setup slack [ns] / hold WS, ns / power (uW) / cells
6_report: 0.3102 / 2.033 / 1431 / 1822
5_1_grt: 0.1562 / 2.080 / 1530 / 1821
4_1_cts: 0.05663 / 2.056 / 1471 / 1821
3_5_place_dp: 0.05636 / 2.044 / 1458 / 1821
3_3_place_gp: 0.03784 / 2.052 / 1464 / 1821
2_1_floorplan: 1.561 / 1.552 / 411.8 / 426
Yosys cell counts:
| master | number |
|---|---|
| mux2i_1 | 384 |
| buf_12 | 26 |
| buf_2 | 12 |
| buf_4 | 2 |
| buf_6 | 2 |
repair_timing:
| item | in CTS | in global routing |
|---|---|---|
| resized | 0 | 1 |
| setup endpoints to repair | 0 | 1 |
| hold endpoints to repair | 0 | 0 |
| buffers inserted | 0 | 0 |
worst max-delay path by stage:
| stage | startpoint | end | slack, ns | cells after the start |
|---|---|---|---|---|
| 6_report | sel[1] | f[9] | 0.31 | 5 |
| 5_1_grt | sel[1] | f[9] | 0.16 | 5 |
| 4_1_cts | sel[1] | f[9] | 0.06 | 5 |
Power figures rest on the tool's default switching activity, not on a simulated workload.
