### config.mk
export PLATFORM = sky130hd
export DESIGN_NAME = mux4_onehot
export DESIGN_NICKNAME = mux4_onehot
export VERILOG_FILES = /design/flow/design.v
export SDC_FILE = /design/flow/constraint.sdc
export NUM_CORES = 4
export LEC_CHECK = 1
export CORE_AREA = 10 10 252 252
export DIE_AREA = 0 0 262 262
### constraint.sdc
current_design mux4_onehot

set clk_period 23.3
set clk_io_pct 0.2

create_clock -name clk0 -period $clk_period

set non_clock_inputs [all_inputs -no_clocks]
set_input_delay [expr $clk_period * $clk_io_pct] -clock clk0 $non_clock_inputs
set_output_delay [expr $clk_period * $clk_io_pct] -clock clk0 [all_outputs]
### design.v
package cache_types;
typedef logic [127:0] cache_line;
typedef logic [8:0] cache_tag;
typedef logic [2:0] cache_index;
typedef logic [3:0] cache_offset;
typedef logic [2:0] cache_read_offset;
endpackage : cache_types
package lc3b_types;
typedef logic [15:0] lc3b_word;
typedef logic  [7:0] lc3b_byte;
typedef logic [10:0] lc3b_offset11;
typedef logic  [8:0] lc3b_offset9;
typedef logic  [5:0] lc3b_offset6;
typedef logic  [5:0] lc3b_imm6;
typedef logic  [4:0] lc3b_imm5;
typedef logic  [3:0] lc3b_imm4;
typedef logic [7:0] lc3b_trapvect;
typedef logic  [2:0] lc3b_reg;
typedef logic  [2:0] lc3b_nzp;
typedef logic  [1:0] lc3b_mem_wmask;
typedef enum bit [3:0] {
    op_add  = 4'b0001,
    op_and  = 4'b0101,
    op_br   = 4'b0000,
    op_jmp  = 4'b1100,    
    op_jsr  = 4'b0100,    
    op_ldb  = 4'b0010,
    op_ldi  = 4'b1010,
    op_ldr  = 4'b0110,
    op_lea  = 4'b1110,
    op_not  = 4'b1001,
    op_rti  = 4'b1000,
    op_shf  = 4'b1101,
    op_stb  = 4'b0011,
    op_sti  = 4'b1011,
    op_str  = 4'b0111,
    op_trap = 4'b1111
} lc3b_opcode;
typedef enum bit [3:0] {
    alu_add,
    alu_and,
    alu_not,
    alu_pass,
    alu_sll,
    alu_srl,
    alu_sra
} lc3b_aluop;
typedef struct packed {
	lc3b_opcode opcode;
	lc3b_aluop aluop;
	lc3b_trapvect trapvect;
	logic check_rs;
	logic check_rt;
	logic check_rd;
	logic [2:0] pcmux_sel;
	logic load_pc;
	logic storemux_sel;
	logic load_regfile;
	logic [2:0] alumux_sel;
	logic addermux_sel;
	logic [1:0] marmux_sel;
	logic mdrmux_sel;
	logic destmux_sel;
	logic [2:0] regfilemux_sel;
	logic load_cc;
	logic mem_read;
	logic mem_write;
} lc3b_control_word;
endpackage : lc3b_types
import lc3b_types::*;
import cache_types::*;
module mux4_onehot #(parameter width = 128)
(
	input [3:0] sel,
	input [width-1:0] a, b, c, d,
	output logic [width-1:0] f
);
always_comb
begin
	case (sel)
		4'b0001: f = a;
		4'b0010: f = b;
		4'b0100: f = c;
		4'b1000: f = d;
		default: f = a;
	endcase
end
endmodule : mux4_onehot
### run.sh
#!/bin/bash
# OpenROAD 26Q1-2900-gdf79404cd8, Yosys 0.63+post, stock flow scripts
make -C /OpenROAD-flow-scripts/flow DESIGN_CONFIG=/design/flow/config.mk WORK_HOME=/design/flow/orfs finish
==> flow_summary.ini <==
; implementation run metrics
[routing]
dr.pass1.iters = 5
wirelength_mm = 45.3
ant_nets = 0
drtIter0Drc = 517
wl_per_cell_um = 24.9
drcViolationCount = 0
via_count = 7104
routed_via_density = 3.91

[setup_path]
path_cells = clkdlybuf4s50_1, o21ai_0, o311ai_4, buf_4, buf_4, a221o_1, clkdlybuf4s50_1
crit_slowest_cell = clkdlybuf4s50_1
critPathKind = input port to output port
crit_path_end_kind = output port
max_stage_delay_ns = 0.77
cp_max_fo = 67
required_ns = 18.64
crit_arrival_ns = 8.17
start_kind = input port

[layout]
nFillCells = 6326
flops = 0
final_util_pct = 18.8
seq_area_um2 = 0
drive_above_1_share_pct = 2.00
lay_top_count = clkdlybuf4s50_1
syn_to_final_growth_pct = 203
comb_area_um2 = 3340
lay_top_cells = clkdlybuf4s50_1, a22o_1, a221o_1, and2_1, and3_1
n_clock_buffer = 0

[synth]
synthTopCellsByArea = a221o_1, a22o_1, and2_1
synth_area_um2 = 3580
yosys_cells = 469
syn-mean-instance-area_um2 = 7.64
synthCells = 469
ys_chip_area_um2 = 3580
synthDistinctLibCells = 14
yosysTopAreaCell = a221o_1
top_area_share_pct = 35.7
yosysSeqAreaShare_pct = 0
yosysWarnings = 1

[grt]
grt.total_usage_pct = 12.1
grt_max_degree = 68
grt_pass1_vias = 7677
overflow = 0
grt_first_pass_wirelength_mm = 58.7
antenna_found_initial = 15

[placed_design]
gp_congestion = 0.920
dpl.hpwl_mm = 38.4
port_buffers = 644

[die]
coreArea_um2 = 57800
rows = 88
io_pins = 644
chipArea_um2 = 68600
initCoreUtil_pct = 6.20
die_h_um = 262
die_w_um = 262

[pwr]
p_leak_nw = 4.03
ir_worst_vdd_mv = 0.0113
power.total_uw = 205
pwr_density_cell_nw_per_um2 = 18.9

[timing]
maxSlewHeadroom_pct = 43.4
rsz0062_at_grt = no
fin_setup_tns_ns = 0
final_hold_viol_count = 0
holdWs_ns = 10.35
min_period_ns = 12.83
setup_violations = 0
tightest_slew_ns = 0.850
slew_viol_final = 0
finalCritPeriodShare_pct = 55.0
fmax_ghz = 0.0780

[hold_path]
hold_end = f[113]
hp-start = a[113]
holdCritPathClass = input port to output port
min_path_cells = 3

[run_status]
status = finished, final reports clean

[cts]
cts_hold_buf = 0
cts_resized = 0
postCtsSetupBuffers = 0

[run]
warnings = 32
maxCapViolCount = 0
-- worst max-delay path: cells and delay by family --
family | cells | cell delay, ns
AOI/OAI and AO/OA | 3 | 0.70
buffers and inverters | 4 | 2.71
-- synth_stat cells --
master and number:
o311ai_1 1, inv_1 1, nor2_1 2, nor4b_2 1
buf_1 2, and3_1 42, o21ai_0 1, a22o_1 128
buf_4 2, nor2b_1 4, buf_2 22, a221o_1 128
and2_1 86, clkbuf_1 49
-- metrics by stage --
stage / cell area, µm² / setup WS [ns] / instances
floorplan: 3580 / 12.94 / 469
global placement: 10800 / 10.44 / 1816
detailed placement: 10800 / 10.43 / 1816
CTS: 10800 / 10.43 / 1816
global route: 10800 / 10.22 / 1816
finish: 10800 / 10.47 / 1819
-- how the worst max path moves through the flow --
stage,cells past startpoint,slack (ns),end,startpoint
after global routing,7,10.22,f[126],sel[3]
after CTS,7,10.43,f[126],sel[3]
final,7,10.47,f[81],sel[3]
-- area by class of cell --
type / count / share of cell area [%]
repair buffers: 657 / 60.3
multi-input cells: 393 / 30.7
well taps: 765 / 8.82
diodes: 3 / 0.0692
inverters: 1 / 0.0346
-- cell families (layout without fill, tap and decap cells) --
| group | after synthesis | count (layout) | share of synthesized area (%) |
|---|---|---|---|
| buf+inv | 76 | 658 | 8.94 |
| simple gates | 135 | 135 | 23.7 |
| other cells | 0 | 3 | 0 |
| compound gates | 258 | 258 | 67.4 |
-- per-layer routing --
metal,share of wire (%),global-route usage (%),vias up
li1,-,-,3189
met2,49,21.1,512
met3,12,5.07,62
met1,36,13.4,3319
met4,2.8,2.97,22
met5,0.36,0,-
-- power by group --
part	internal (mW)	switching (mW)	total (mW)
Combinational	0.141	0.0648	0.205
Clock	0.0000000172	0	0.0000000173
Sequential	0	0	0
Power and IR drop assume default switching activity.
